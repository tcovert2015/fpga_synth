==> flow/design.v <==
module alu #(
    parameter WIDTH = 8
) (
    input wire [WIDTH-1:0] a,
    input wire [WIDTH-1:0] b,
    input wire [2:0] op,
    output reg [WIDTH-1:0] result,
    output reg zero
);
    localparam OP_ADD  = 3'b000;
    localparam OP_SUB  = 3'b001;
    localparam OP_AND  = 3'b010;
    localparam OP_OR   = 3'b011;
    localparam OP_XOR  = 3'b100;
    localparam OP_SLL  = 3'b101;
    localparam OP_SRL  = 3'b110;
    always @(*) begin
        case (op)
            OP_ADD:  result = a + b;
            OP_SUB:  result = a - b;
            OP_AND:  result = a & b;
            OP_OR:   result = a | b;
            OP_XOR:  result = a ^ b;
            OP_SLL:  result = a << b[2:0];
            OP_SRL:  result = a >> b[2:0];
            default: result = 0;
        endcase
        zero = (result == 0);
    end
endmodule
==> flow/run.sh <==
#!/bin/bash
# OpenROAD 26Q1-2900-gdf79404cd8, Yosys 0.63+post, stock flow scripts
make -C /OpenROAD-flow-scripts/flow DESIGN_CONFIG=/design/flow/config.mk WORK_HOME=/design/flow/orfs finish
==> flow/config.mk <==
export PLATFORM = sky130hd
export DESIGN_NAME = alu
export DESIGN_NICKNAME = alu
export VERILOG_FILES = /design/flow/design.v
export SDC_FILE = /design/flow/constraint.sdc
export NUM_CORES = 4
export LEC_CHECK = 1
export CORE_AREA = 10 10 88 88
export DIE_AREA = 0 0 98 98
==> flow/constraint.sdc <==
current_design alu

set clk_period 5.4
set clk_io_pct 0.2

create_clock -name clk0 -period $clk_period

set non_clock_inputs [all_inputs -no_clocks]
set_input_delay [expr $clk_period * $clk_io_pct] -clock clk0 $non_clock_inputs
set_output_delay [expr $clk_period * $clk_io_pct] -clock clk0 [all_outputs]
==> summary.txt <==
Results of the full flow below.

Pwr:
- The run gives the post-layout total power as 0.2172 mW.
- The run puts the power per standard cell area at 100.9 nW/um2.
- The run puts the static leakage power at 0.9281 nW.
- The run puts the worst IR drop on VDD at 0.04335 mV.

Run:
- The run gives the number of maximum-capacitance constraint violations as 0.
- The run gives the number of warnings in the stage logs as 42.

Global routing:
- The run gives the maximum number of pins on one net before global-route repair as 21.
- The run puts the overall routing resource usage at 0.09763.
- The run puts the global-route congestion overflow total at 0.
- The run puts the number of global-route vias before repair at 1616.
- The run puts the first-pass GRT wire length at 8.010 mm.
- The number of antenna violations at the first check in global routing was 0.

Worst hold path:
- Note that the worst hold path type here is input pin to output port.
- Counting instances, the worst hold path has a depth of 6.

Yosys:
- Sorting the Yosys area breakdown by cell type puts at the top sky130_fd_sc_hd__ha_1.
- The run puts the sequential area share after synthesis at 0.
- The synthesized netlist contains 50 unique library cells.
- The run gives the share of Yosys cell area claimed by the top area cell type as 0.1997.
- In the post-synthesis netlist, the biggest area contributors are sky130_fd_sc_hd__ha_1 20%, sky130_fd_sc_hd__mux4_2 13%, sky130_fd_sc_hd__xnor2_1 4.5%.
- Averaged over all synthesized cells, the footprint is 8.202 um2.
- The run gives the post-synth design cell area as 1567 um2.
- The chip area line in the Yosys stat output reads 1567 um2.
- The cell count after synthesis came out at 191.
- The run puts the number of cell instances after yosys synthesis at 191.
- The run gives the total of warnings raised by yosys as 1.

Cells and area:
- The run puts the fraction of layout instances using a drive strength above 1 at 0.2469.
- The run puts the layout filler cell count at 603.
- The run gives the combinational gate area as 1439 um2.
- The run gives the flip-flop and latch area as 0 um2.
- In the final layout, the clock buffer count is 0.
- The run gives the number of standard cells in the layout, taps in and fillers out as 314.
- The run puts the post-route standard cell area excluding fillers at 2153 um2.
- Measured on the finished design, the core utilization comes to 0.3637.
- The run puts the flip-flop and latch count at 0.
- The run gives the area added between synthesis and finish as 37.46%.

Critical path:
- For this run, the slowest stage of the critical path takes 0.52 ns.
- In this design, the largest share of critical-path delay is due to simple AND/OR/NAND/NOR gates.
- The worst setup path is of the input pin to output port kind.
- The run gives the data required time at the worst endpoint as 4.32 ns.
- The timing report notes that buffer and inverter cells on the critical path total 3.
- The run gives the library cell contributing the largest single delay on the critical path as sky130_fd_sc_hd__fa_2.
- The run puts the number of cells on the critical path at 12.
- The run gives the maximum fanout encountered on the critical timing path as 2.
- The worst setup path is launched from an input pin.
- The worst setup path is captured at an output port.
- In this run the critical path is formed by clkdlybuf4s50_1 > inv_1 > ha_1 > mux2_2 > fa_2 > or2_2 > a21oi_1 > a211o_1 > nor3_2 > or4b_4 > nor4_2 > dlygate4sd2_1.
- The run gives the arrival time at the worst endpoint as 4.15 ns.

Final timing:
- The run puts the final-report setup violation count at 0.
- The clock period could shrink to 5.229 ns.
- Setup repair after global routing left no endpoint under its margin.
- The run puts the remaining max-slew budget at the tightest pin at 0.5415.
- The final timing report lists a hold violation count of 0.
- Setup total negative slack on the finished layout was measured at 0 ns.
- The run gives the count of pins over their slew limit as 0.
- The final timing report gives a worst setup slack of 0.1713 ns.
- The run gives the transition time at the pin with the least slew margin as 0.6863 ns.
- The final timing summary puts the cycle share of the worst path at 0.9683.
- The run puts the final worst hold slack at 3.367 ns.
- The run puts the top achievable clock speed at 191.3 MHz.

Drt:
- Once detail routing completed, the nets flagged for antenna violations numbered 0.
- The run puts the number of antenna cells inserted at 0.
- The run gives the total wirelength of the detailed-routed design as 4.882 mm.
- Per the log, the first TritonRoute iteration ended with a DRC count of 80.
- The run puts the number of iterations in the first detailed-routing pass at 4.
- The DRC violation total left in the routed layout is recorded as 0.
- The run puts the via density per instance at 5.312.
- The run puts the routed wire length per instance at 15.55 um.
- The run puts the via total after detailed routing at 1668.

Floorplan:
- From bottom edge to top edge, the die measures 98 um.
- The run gives the row count as 28.
- The run puts the horizontal die dimension at 98 um.
- In this run the count of I/O pins placed on the die edge is 28.
- The run puts the total core area at 5921 um2.
- The run gives the chip area as 9604 um2.
- The run puts the pre-placement core utilization at 0.2646.

Placed design:
- The run gives the half-perimeter wire length after detailed placement as 3.992 mm.
- The run gives the instance area after placement as 2126 um2.
- The run puts the worst slack after detailed placement at -0.2979 ns.
- The run gives the count of input and output buffers as 28.
- The run puts the placer congestion estimate at 0.9558.
- The run puts the instance count after placement with tap cells included at 313.

Outcome:
- The flow ran to the end, and the final reports show no timing, DRC or antenna violations.

CTS:
- Hold repair after CTS inserted 0 buffers.
layout make-up:
class,instances,share of cell area
multi-input cells,157,0.6682
repair buffers,64,0.2568
well taps,75,0.04358
inverters,18,0.03138
metal layers:
metal / routed length [um] / global-route usage
met3: 263 / 0.01422
met1: 2266 / 0.1344
met5: 0 / 0
met4: 80 / 0.01678
met2: 2271 / 0.1599
path summary, 6_finish.rpt:
| path | start | end |
|---|---|---|
| min | op[0] | zero |
| max | b[0] | zero |
cells by family (layout without fill, tap and decap cells):
kind of cell	Yosys count	after routing	synth area share
buf+inv	34	82	0.09265
mux	16	16	0.1853
compound gates	48	48	0.2133
fa+ha+maj	26	26	0.2125
simple gates	55	55	0.2292
xor+xnor	12	12	0.06709
report_power, final:
group          total, mW  leakage (nW)  switching [mW]  internal [mW]
clock                  0             0               0              0
sequential             0             0               0              0
combinational      0.217         0.928          0.0965          0.121
total              0.217         0.928          0.0965          0.121
cell usage after synthesis, types with 3 or more instances:
cell	number
sky130_fd_sc_hd__a21oi_1	9
sky130_fd_sc_hd__a22oi_1	6
sky130_fd_sc_hd__a31oi_1	5
sky130_fd_sc_hd__clkbuf_1	11
sky130_fd_sc_hd__ha_1	25
sky130_fd_sc_hd__inv_1	18
sky130_fd_sc_hd__mux2i_1	5
sky130_fd_sc_hd__mux4_2	9
sky130_fd_sc_hd__nand2_1	9
sky130_fd_sc_hd__nand2b_1	4
sky130_fd_sc_hd__nand3b_1	6
sky130_fd_sc_hd__nor2_1	8
sky130_fd_sc_hd__nor2b_1	4
sky130_fd_sc_hd__nor3b_1	3
sky130_fd_sc_hd__nor4bb_1	3
sky130_fd_sc_hd__o21ai_0	4
sky130_fd_sc_hd__o221ai_1	3
sky130_fd_sc_hd__o22ai_1	6
sky130_fd_sc_hd__or2_2	4
sky130_fd_sc_hd__xnor2_1	8
sky130_fd_sc_hd__xor2_1	4
placed cells by master (no fill, tap or decap), drive strengths merged, types with 3 or more instances in the layout:
cell,netlist,routed
a21oi,9,9
a22oi,6,6
a31oi,5,5
buf,5,36
clkdlybuf4s50,0,27
ha,25,25
inv,18,18
mux2i,5,5
mux4,10,10
nand2,9,9
nand2b,4,4
nand3b,6,6
nor2,8,8
nor2b,4,4
nor3b,3,3
nor4bb,3,3
o21ai,4,4
o221ai,3,3
o22ai,6,6
or2,4,4
xnor2,8,8
xor2,4,4
repair_timing:
action / 4_1_cts / 5_1_grt
pin swaps: 1 / 0
setup buffers: 1 / 0
endpoints found under the setup margin: 1 / 2
cloned: 0 / 0
gates resized: 4 / 2
Power is estimated from default activity; no workload was simulated.
