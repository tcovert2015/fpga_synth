==> design.v <==
module simple_alu #(
    parameter WIDTH = 8
)(
    input [WIDTH-1:0] a,
    input [WIDTH-1:0] b,
    input [2:0] op,
    output reg [WIDTH-1:0] result,
    output zero
);
    always @(*) begin
        case (op)
            3'd0: result = a + b;       
            3'd1: result = a - b;       
            3'd2: result = a & b;       
            3'd3: result = a | b;       
            3'd4: result = a ^ b;       
            3'd5: result = ~a;          
            3'd6: result = a << 1;      
            3'd7: result = a >> 1;      
            default: result = 8'h00;
        endcase
    end
    assign zero = (result == 8'h00) ? 1'b1 : 1'b0;
endmodule
==> run.sh <==
#!/bin/bash
# OpenROAD 26Q1-2900-gdf79404cd8, Yosys 0.63+post, stock flow scripts
make -C /OpenROAD-flow-scripts/flow DESIGN_CONFIG=/design/flow/config.mk WORK_HOME=/design/flow/orfs finish
==> config.mk <==
export PLATFORM = sky130hd
export DESIGN_NAME = simple_alu
export DESIGN_NICKNAME = simple_alu
export VERILOG_FILES = /design/flow/design.v
export SDC_FILE = /design/flow/constraint.sdc
export NUM_CORES = 4
export LEC_CHECK = 1
export CORE_AREA = 10 10 84 84
export DIE_AREA = 0 0 94 94
==> constraint.sdc <==
current_design simple_alu

set clk_period 9.2
set clk_io_pct 0.2

create_clock -name clk0 -period $clk_period

set non_clock_inputs [all_inputs -no_clocks]
set_input_delay [expr $clk_period * $clk_io_pct] -clock clk0 $non_clock_inputs
set_output_delay [expr $clk_period * $clk_io_pct] -clock clk0 [all_outputs]
==> results.toml <==
# physical design summary
[detailed_routing]
wl_met1_um = 1710
vias = 1306
drtAntennaViolNets = 0
top_layer = "met4"
num_antenna_cells = 0
met2WireLength_um = 1800
via_per_inst = 4.84
wl_met3_um = 143
wl_per_cell_um = 13.7
drtIter0Drc = 112
firstDrtPassIters = 4
wirelength_um = 3700
drc_errors = 0

[layout]
design_area_mm2 = 0.00156
flops = 0
finalNonFillerCells = 270
layout-drive-gt1-share = 0.0500
nClkBuffers = 0
seq_area_um2 = 0
final_util = 0.300
areaGrowthSynthToFinish_pct = 26.3
num-fill-cells = 583

[pwr]
p_leak_nw = 0.661
power_density_mw_per_mm2 = 58.3
internal_power_uw = 45.4
switching_power_uw = 45.7
ir_worst_vdd_uv = 18.5
p_sw_frac = 0.501
p_clk_frac = 0
p_comb_frac = 1.000
p_total_uw = 91.1
pwr-share-seq = 0

[die]
coreArea_mm2 = 0.00520
die_x_um = 94
rows = 26
dieArea_mm2 = 0.00884
die_h_um = 94
floorplan.core_util = 0.238
io_pins = 28

[synth]
ys_types = 51
syn_area_per_cell_um2 = 6.94
syn_area_mm2 = 0.00124
ys_warn_count = 1
yosysCellCount = 178
synthCells = 178
ys_area_mm2 = 0.00124
ys_seq_frac = 0

[placed_design]
dpl.cell_count = 270
hpwl_um = 3110
io_buffers = 28
pre_cts_ws_ns = 1.63
gp_congestion = 0.920
dpl-instance-area_mm2 = 0.00156

[timing]
fmax_mhz = 132
rsz0062_at_grt = "no"
slew_violations = 0
period_used_share = 0.822
fin_tns_setup_ns = 0
worst_slack_ns = 1.64
setup_viol = 0
min_period_ns = 7.56
hold_viol = 0
tightest_slew_ns = 0.618
worst_hold_slack_ns = 4.88
relSlewSlack = 0.587

[cts]
hold_buffers = 0
postCtsSetupRepairBufs = 0
cts_resized = 0

[critical_path]
crit_arrival_ns = 5.72
cp-end-kind = "output port"
worstSetupPathType = "input port to output port"
path_cells = "clkdlybuf4s50_1 -> nor2_1 -> nand2_1 -> a21o_1 -> fa_1 -> xnor2_1 -> a22oi_2 -> o211ai_1 -> or3_1 -> or4_1 -> nor4_2 -> clkdlybuf4s50_1"
cp.required_ns = 7.36
critPathMaxStageDelay_ns = 0.73
critPathSlowestCell = "clkdlybuf4s50_1"
cpMostUsedCell = "clkdlybuf4s50_1"
cp_max_fo = 19
cp-start-kind = "input port"

[job]
drv_cap = 0
openroad.warnings = 41

[hold_path]
hp-start = "a[0]"
hold_path_depth = 5
worstHoldEndpoint = "result[0]"
hp-class = "input port to output port"

[global_route]
grt_pass1_vias = 1249
grtUsageTotal = 0.0879
grt_max_degree = 35
grt_overflow = 0
grt_pass1_wl_um = 6460
antenna_found_initial = 0

[outcome]
status = "complete, no violations"
[worst max-delay path: cells and delay by family]
kind / cells / cell delay [ns]
xor+xnor: 1 / 0.16
compound gates: 3 / 0.52
fa+ha+maj: 1 / 0.44
simple gates: 5 / 1.51
buf+inv: 2 / 1.24
[layout make-up]
type	count	area (µm²)	area share
Multi-Input combinational cell	152	1110	0.712
Timing Repair Buffer	30	295	0.189
Tap cell	70	87.6	0.0561
Inverter	18	67.6	0.0433
[synth_stat cells, drive strengths merged (2+ instances only)]
master  count  area share
ha         24        0.24
o211ai      4       0.024
or4         2       0.012
o311ai      2       0.014
o21a        2       0.012
inv        18       0.055
a221oi      2       0.014
a21oi      13       0.053
and3        2       0.010
nand2b      3       0.015
buf         6       0.040
mux2        2       0.021
nor4        2       0.015
xnor2       9       0.064
a22oi       2       0.016
a31oi       2       0.010
nand2      17       0.052
nor2b       6       0.030
nor3b       2       0.016
nor2       17       0.052
clkbuf      2      0.0061
a211oi      5       0.030
or2         3       0.015
o21ai      14       0.057
[routing by layer]
| metal | vias to the layer above | track usage |
|---|---|---|
| met5 | - | 0 |
| met4 | 0 | 0.0114 |
| met3 | 2 | 0.00565 |
| met2 | 32 | 0.147 |
| met1 | 583 | 0.123 |
| li1 | 689 | - |
[power by group through the flow]
stage	clock network, mW	logic, mW	registers (mW)
4_1_cts	0	0.0921	0
6_report	0	0.0911	0
5_1_grt	0	0.104	0
[worst max path at each step]
stage | from | end | slack, ns | cells after the start
global route | op[2] | zero | 1.34 | 12
CTS | op[2] | zero | 1.63 | 12
finish | op[2] | zero | 1.64 | 12
[cell families after synthesis]
group / after synthesis / synth area share
xor gates and xnor gates: 9 / 0.0638
and+or+nand+nor: 59 / 0.246
buffers and inverters: 26 / 0.101
muxes: 3 / 0.0293
AOI/OAI and AO/OA: 56 / 0.301
adders and majority gates: 25 / 0.259
[placed cells by master (no fill, tap or decap), types with 2 or more instances in the layout]
cell type,synthesis,final
or2_1,2,2
inv_2,2,2
o21ai_1,2,2
nor2_1,17,17
o21ai_0,12,12
clkdlybuf4s50_1,0,28
buf_4,3,2
xnor2_1,9,9
inv_1,16,16
o21a_1,2,2
a21oi_1,13,13
or4_1,2,2
and3_1,2,2
nand2b_1,3,3
a221oi_1,2,2
nand2_1,17,17
o211ai_1,4,4
ha_1,24,24
nor2b_1,6,6
a211oi_1,5,5
a31oi_1,2,2
No activity file was given, so power comes from the tool's default toggle rates.
